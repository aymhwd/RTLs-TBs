--- design.v ---
`timescale 1ns / 1ps
module odd_detector(
    input wire clk,
    input wire reset,
    input wire [7:0] integers,
    input wire [7:0] N,
    input wire latch_in,
    output wire [7:0] out_value,
    output wire ready
    );
	parameter[1:0] 
	STATE_IDLE = 2'd0,		STATE_INGEST = 2'd1,		STATE_PROCESS = 2'd2;
    reg[7:0] integers_reg;
    reg[7:0] N_reg;
	reg [7:0] out_value_reg, out_value_next;
	reg ready_reg, ready_next;
	reg[7:0] mem_int_reg[0:255];
	reg[7:0] mem_int_next[0:255];
	reg [1:0] state_reg, state_next;						 
	reg [7:0] opcnt_reg = 8'h00, opcnt_next;				 
	reg [7:0] input_index_reg, input_index_next;			 
	reg [7:0] decoy_iindex_reg, decoy_iindex_next;			 
	reg [7:0] xor_reg, xor_next;							 
	integer i = 0;
	integer j = 0;
	integer row = 0;
    wire sync_latch_in;
    synchronizer clk_sync(
    .clk(clk),
    .reset(reset),
    .asynclk(latch_in),
    .syn_clk(sync_latch_in));
	wire[7:0] sync_integers;
	genvar k;
	generate
		for (k=0; k<8; k=k+1) begin	: integers_synchronizers
		synchronizer integers_sync(
		.clk(clk),
		.reset(reset),
		.asynclk(integers[k]),
		.syn_clk(sync_integers[k]));
		end
	endgenerate
	wire[7:0] sync_N;
	genvar l;
	generate
		for (l=0; l<8; l=l+1) begin	: N_synchronizers
		synchronizer integers_sync(
		.clk(clk),
		.reset(reset),
		.asynclk(N[l]),
		.syn_clk(sync_N[l]));
		end
	endgenerate
    assign out_value = out_value_reg;
	assign ready = ready_reg;
	always @* begin
		state_next = state_reg;
        input_index_next = input_index_reg;
		decoy_iindex_next = decoy_iindex_reg;
		out_value_next = out_value_reg;
		for (j = 0; j<256; j=j+1) begin
			mem_int_next[j] = mem_int_reg[j];
		end
		ready_next = 1'b0;
		opcnt_next = opcnt_reg;
		case (state_reg)
			STATE_IDLE: begin
				if(N_reg > 8'd0) begin  
					state_next = STATE_INGEST;
				end else begin
					state_next = STATE_IDLE;
				end	
			end
			STATE_INGEST: begin
				if (decoy_iindex_reg < N_reg) begin	 
					mem_int_next[decoy_iindex_reg] = integers_reg;
					input_index_next = input_index_reg + 8'h01;
					decoy_iindex_next = input_index_reg+ 8'h01;
					state_next = STATE_INGEST;
				end else begin	 
				    decoy_iindex_next = 8'h00;
				    state_next = STATE_PROCESS;
					xor_next = mem_int_reg[0];
				end
			end
			STATE_PROCESS: begin
				if (opcnt_reg < N_reg) begin
					opcnt_next = opcnt_reg + 8'd1;
					xor_next = xor_reg^mem_int_reg[opcnt_reg+8'd1];
				end else begin
					opcnt_next = 8'd0;
					ready_next = 1'b1;
					out_value_next = xor_reg;
					state_next = STATE_IDLE;
				end
			end
		endcase
	end
    always @ (posedge sync_latch_in, posedge reset) begin
		if (reset) begin
			input_index_reg <= 8'h00;
			N_reg <= 8'h00;
		end else begin
			if(input_index_reg == N_reg-8'd1) 
				input_index_reg <= 8'h00;
			else
				input_index_reg <= input_index_next;
			integers_reg <= sync_integers;
			N_reg <= sync_N;
		end
    end
	always @ (posedge clk, posedge reset) begin
		if (reset) begin
			state_reg <= STATE_IDLE;
			for (i = 0; i<256; i=i+1) begin
				mem_int_reg[i] <= 8'h00;
			end
			ready_reg <= 1'b0;
			decoy_iindex_reg <= 8'h00;
			opcnt_reg <= 8'h00;
			out_value_reg <= 8'h00;
			xor_reg <= 8'h00;
		end else begin
			state_reg <= state_next;
			for (i = 0; i<256; i=i+1) begin
				mem_int_reg[i] <= mem_int_next[i];
			end
			ready_reg <= ready_next;
			xor_reg <= xor_next;
			decoy_iindex_reg <= decoy_iindex_next;
			opcnt_reg <= opcnt_next;
			out_value_reg <= out_value_next;
		end
	end    
endmodule
`timescale 1ns / 1ps
module synchronizer(
    input wire clk,
    input wire reset,
    input wire asynclk,
    output reg syn_clk
    );
    reg sync1;
always @(posedge clk)
begin
    if (reset) begin
        sync1 <= 1'b0;
        syn_clk <= 1'b0;
    end else
        sync1 <= asynclk;
        syn_clk <= sync1;
    end
endmodule
--- run.sh ---
#!/bin/bash
# OpenROAD 26Q1-2900-gdf79404cd8, Yosys 0.63+post, stock flow scripts
make -C /OpenROAD-flow-scripts/flow DESIGN_CONFIG=/design/flow/config.mk WORK_HOME=/design/flow/orfs finish
--- config.mk ---
export PLATFORM = sky130hd
export DESIGN_NAME = odd_detector
export DESIGN_NICKNAME = odd_detector
export VERILOG_FILES = /design/flow/design.v
export SDC_FILE = /design/flow/constraint.sdc
export NUM_CORES = 4
export LEC_CHECK = 1
export CORE_UTILIZATION = 50
--- constraint.sdc ---
current_design odd_detector

set clk_period 11.6
set clk_io_pct 0.2

create_clock -name clk0 -period $clk_period [get_ports {clk}]

set non_clock_inputs [all_inputs -no_clocks]
set_input_delay [expr $clk_period * $clk_io_pct] -clock clk0 $non_clock_inputs
set_output_delay [expr $clk_period * $clk_io_pct] -clock clk0 [all_outputs]
==> impl_metrics.json <==
{
  "status": "finished, violations left",
  "violations": "max-capacitance violations, max-slew violations",
  "start_kind": "register",
  "flop_cell": "dfrtp_1",
  "wl_per_cell_um": 57.1,
  "top_cell": "dfrtp_1",
  "cts_buffer_depth": 3,
  "drt_iter0_markers": 13718,
  "cts_tree": "yes",
  "tns_ns": 0,
  "untimed_endpoints": 48,
  "hold_ws_ns": 0.324,
  "common_cells": "dfrtp_1, mux2_2, clkbuf_1, a22oi_1, nor2_1",
  "yosys_warnings": 4,
  "die_w_um": 451,
  "hold_buffers": 0,
  "vias": 94888,
  "path_max_fanout": 40,
  "post-place-ws_ns": 6.01,
  "drt-total-wl_um": 660000,
  "root_buffer": "clkbuf_16",
  "yosys-stat-cells": 8174,
  "hold_end": "integers_synchronizers[5].integers_sync.syn_clk$_DFF_P_",
  "top_cell_area_share_pct": 52.1,
  "yosys_area_um2": 101000,
  "drv_slew": 28,
  "r2r.worst_path.cells": 13,
  "hp-start": "integers_synchronizers[5].integers_sync.sync1$_SDFF_PP0_",
  "worstMarginPinSlew_ns": 1.67,
  "cts.repair.resized": 0,
  "drive_above_1_share_pct": 39.1,
  "track_usage_pct": 68.3,
  "initCoreUtil_pct": 50.4,
  "coreArea_um2": 200000,
  "ant_nets": 0,
  "fp.dieH_um": 451,
  "cellPowerDensity_nw_per_um2": 133,
  "synth-edff-count": 8,
  "critPathRequiredTime_ns": 12.35,
  "port_buffers": 27,
  "drc": 0,
  "tool_warnings": 111,
  "maxSlewHeadroom_pct": -11.6,
  "synth_cell_types": 113,
  "rsz0062_at_grt": "no",
  "vias_per_cell": 8.21,
  "startpoint": "decoy_iindex_reg[1]$_DFFE_PP0P_",
  "n_fill_cell": 15652,
  "yosys.area.top_type": "dfrtp_1",
  "fp.dieArea_um2": 203000,
  "timing.rr.end": "mem_int_reg[171][6]$_DFFE_PP0P_",
  "worst_slack_ns": 6.07,
  "post_cts.repair.setup_buffers": 0,
  "grt-ovfl-total": 0,
  "dr.pass1.iters": 24,
  "ios": 28,
  "topCellsByArea": "dfrtp_1, mux2_2, a22oi_1, clkbuf_1, a32oi_1",
  "path_class": "reg2reg",
  "hold_viol": 0,
  "synth_area_um2": 101000,
  "dpl.hpwl_um": 442000,
  "ff_latch_area_um2": 53600,
  "p_leak_nw": 54.8,
  "synth_cells": 8174,
  "synth_area_per_cell_um2": 12.3,
  "logic_area_um2": 45300,
  "crit_path_end_kind": "register",
  "numCtsBuffers": 222,
  "vdd_drop_max_mv": 0.201,
  "finalCriticalPeriod_ns": 5.53,
  "unclocked_regs": 32,
  "largest_reg_flops": 2048,
  "hp-class": "reg2reg",
  "grt_max_degree": 137,
  "max_freq_mhz": 181,
  "grt_antenna_before_repair": 118,
  "grt_pass1_vias": 87063,
  "htreeDepth": 4,
  "areaGrowthSynthToFinish_pct": 16.0,
  "ff2ff_setup_slack_ns": 6.07,
  "drv_cap": 6,
  "ys_async_sr_fraction_pct": 97.7,
  "clkTransAtPathRegs_ns": 0.07,
  "setup_viol": 0,
  "clk-insertion-delay-late_ns": 0.93,
  "ys.flops": 2150,
  "grt_pass1_wl_um": 858000,
  "fin_skew_ns": 0.0688,
  "arrival_ns": 6.28,
  "crit-reg2reg-launch": "decoy_iindex_reg[1]$_DFFE_PP0P_",
  "num_rows": 164,
  "fin_crit_sh_pct": 47.7,
  "gp_congestion": 1.27,
  "holdPathStages": 0
}
## logic make-up (layout without fill, tap and decap cells)
group,count (synthesis),in the layout,synth area share [%]
latches,8,8,0.119
buffers and inverters,715,1214,2.84
AOI/OAI and AO/OA,1721,1721,12.8
DFF,2142,2142,53.1
xor gates and xnor gates,30,30,0.268
adders and majority gates,21,21,0.261
other,0,228,0
and+or+nand+nor,1448,1448,7.39
muxes,2089,2089,23.3
## metrics by stage
stage,power [W],std cells,instance area [µm²],util [%]
floorplan,0.00773,8174,101000,-
global placement,0.00779,10906,108000,54.1
detailed placement,0.00780,10906,108000,54.1
CTS,0.0155,11326,116000,58.1
global route,0.0158,11448,117000,58.3
finish,0.0155,11557,117000,58.4
## how the worst max path moves through the flow
| stage | endpoint | slack, ns | depth (start not counted) |
|---|---|---|---|
| CTS | mem_int_reg[171][6]$_DFFE_PP0P_ | 6.12 | 13 |
| global route | mem_int_reg[171][6]$_DFFE_PP0P_ | 5.91 | 13 |
| finish | mem_int_reg[171][6]$_DFFE_PP0P_ | 6.07 | 13 |
## power breakdown
group	switching [W]	internal [W]	leakage (nW)
clock network	0.00329	0.00458	3.99
registers	0.00000301	0.00740	29.8
logic	0.000238	0.0000279	21.0
## final cells by class
class | count | share of cell area (%)
Antenna cell | 228 | 0.488
Clock inverter | 99 | 1.16
Tap cell | 2656 | 2.84
Clock buffer | 321 | 5.71
Sequential cell | 2150 | 45.8
Inverter | 39 | 0.128
Multi-Input combinational cell | 5309 | 38.8
Timing Repair Buffer | 755 | 5.08
## metal layers
| layer | wire length [µm] | vias up | part of all wire (%) | GRT usage [%] |
|---|---|---|---|---|
| met5 | 10100 | - | 1.5 | 50.3 |
| met4 | 79900 | 189 | 12 | 57.5 |
| met3 | 135000 | 4032 | 20 | 60.7 |
| met2 | 232000 | 10793 | 35 | 77.1 |
| met1 | 203000 | 47687 | 31 | 72.2 |
| li1 | - | 32187 | - | - |
## worst max-delay path, cell delays in order, from the launching register on
cell       delay [ns]
dfrtp_1          0.36
buf_4            0.30
or3_1            0.59
nor2_4           0.13
buf_4            0.47
nand3_1          0.12
and3_1           0.21
o21ai_1          0.24
nand2_1          0.41
or3_1            0.50
a2111oi_2        0.60
o221ai_1         0.42
a21oi_2          0.59
mux2_2           0.41
## cells in the final DEF, fill, tap and decap left out, types with 57 or more instances in the layout
| cell type | Yosys | layout |
|---|---|---|
| a21oi_1 | 162 | 154 |
| a221oi_1 | 77 | 71 |
| a22o_1 | 84 | 84 |
| a22oi_1 | 416 | 416 |
| a32oi_1 | 167 | 167 |
| and3_1 | 78 | 75 |
| buf_4 | 7 | 712 |
| clkbuf_16 | 0 | 228 |
| clkbuf_8 | 0 | 62 |
| dfrtp_1 | 2099 | 2098 |
| diode_2 | 0 | 228 |
| mux2_2 | 2061 | 2061 |
| nand2_1 | 310 | 305 |
| nand3_1 | 211 | 202 |
| nand4_1 | 162 | 162 |
| nor2_1 | 321 | 299 |
| nor3_1 | 123 | 108 |
| nor4_1 | 60 | 57 |
| o21ai_0 | 164 | 161 |
| o21ai_1 | 65 | 61 |
| o22ai_1 | 105 | 104 |
No activity file was given, so power comes from the tool's default toggle rates.
